--- flow/config.mk ---
export PLATFORM = sky130hd
export DESIGN_NAME = vu_meter
export DESIGN_NICKNAME = vu_meter
export VERILOG_FILES = /design/flow/design.v
export SDC_FILE = /design/flow/constraint.sdc
export NUM_CORES = 4
export LEC_CHECK = 1
export CORE_UTILIZATION = 40
--- flow/constraint.sdc ---
current_design vu_meter

set clk_period 13.7
set clk_io_pct 0.2

create_clock -name clk0 -period $clk_period [get_ports {clock}]

set non_clock_inputs [all_inputs -no_clocks]
set_input_delay [expr $clk_period * $clk_io_pct] -clock clk0 $non_clock_inputs
set_output_delay [expr $clk_period * $clk_io_pct] -clock clk0 [all_outputs]
--- flow/design.v ---
`timescale 1ns/100ps
module vu_meter (
    input  logic        clock,
    input  logic        reset,
    input  logic signed [31:0] audio_in_L,
    input  logic signed [31:0] audio_in_R,
    input  logic        audio_valid,
    output logic [9:0]  led_level  
);
    localparam DECAY_COUNTER_MAX = 16'd50000;   
    localparam logic [23:0] THRESHOLD_1  = 24'h00_1600;   
    localparam logic [23:0] THRESHOLD_2  = 24'h00_2000;
    localparam logic [23:0] THRESHOLD_3  = 24'h00_4000;
    localparam logic [23:0] THRESHOLD_4  = 24'h00_8000;
    localparam logic [23:0] THRESHOLD_5  = 24'h01_6000;
    localparam logic [23:0] THRESHOLD_6  = 24'h02_0000;
    localparam logic [23:0] THRESHOLD_7  = 24'h04_0000;
    localparam logic [23:0] THRESHOLD_8  = 24'h08_0000;
    localparam logic [23:0] THRESHOLD_9  = 24'h16_0000;
    localparam logic [23:0] THRESHOLD_10 = 24'h20_0000;   
    logic [31:0] abs_audio_L;
    logic [31:0] abs_audio_R;
    logic [31:0] audio_magnitude;
    logic [31:0] peak_level;
    logic [15:0] decay_counter;
    logic [23:0] current_level;
    always_comb begin
        if (audio_in_L[31]) begin   
            abs_audio_L = ~audio_in_L + 1'b1;
        end else begin
            abs_audio_L = audio_in_L;
        end
    end
    always_comb begin
        if (audio_in_R[31]) begin   
            abs_audio_R = ~audio_in_R + 1'b1;
        end else begin
            abs_audio_R = audio_in_R;
        end
    end
    always_comb begin
        if (abs_audio_L > abs_audio_R) begin
            audio_magnitude = abs_audio_L;
        end else begin
            audio_magnitude = abs_audio_R;
        end
    end
    always_ff @(posedge clock or posedge reset) begin
        if (reset) begin
            peak_level <= 32'h0;
            decay_counter <= 16'h0;
        end else begin
            if (audio_valid && (audio_magnitude > peak_level)) begin
                peak_level <= audio_magnitude;
            end else if (decay_counter >= DECAY_COUNTER_MAX) begin
                decay_counter <= 16'h0;
                    if (peak_level > 0) begin
                        peak_level <= peak_level - (peak_level >>> 7);
                    end else begin
                        peak_level <= 32'h0;
                    end
                end else begin
                    decay_counter <= decay_counter + 1'b1;
                end
            end
        end
    assign current_level = peak_level[31:8];
    always_comb begin
        if (current_level >= THRESHOLD_10) begin
            led_level = 10'b11_1111_1111;   
        end else if (current_level >= THRESHOLD_9) begin
            led_level = 10'b01_1111_1111;   
        end else if (current_level >= THRESHOLD_8) begin
            led_level = 10'b00_1111_1111;   
        end else if (current_level >= THRESHOLD_7) begin
            led_level = 10'b00_0111_1111;   
        end else if (current_level >= THRESHOLD_6) begin
            led_level = 10'b00_0011_1111;   
        end else if (current_level >= THRESHOLD_5) begin
            led_level = 10'b00_0001_1111;   
        end else if (current_level >= THRESHOLD_4) begin
            led_level = 10'b00_0000_1111;   
        end else if (current_level >= THRESHOLD_3) begin
            led_level = 10'b00_0000_0111;   
        end else if (current_level >= THRESHOLD_2) begin
            led_level = 10'b00_0000_0011;   
        end else if (current_level >= THRESHOLD_1) begin
            led_level = 10'b00_0000_0001;   
        end else begin
            led_level = 10'b00_0000_0000;   
        end
    end
endmodule
--- flow/run.sh ---
#!/bin/bash
# OpenROAD 26Q1-2900-gdf79404cd8, Yosys 0.63+post, stock flow scripts
make -C /OpenROAD-flow-scripts/flow DESIGN_CONFIG=/design/flow/config.mk WORK_HOME=/design/flow/orfs finish
==> notes.md <==
Implementation progress

The sum of negative setup slack stands at 0 ns. At the pin with the least slew margin, the transition time is 0.832 ns. Yosys reports a chip area of 0.00713 mm^2. The total congestion overflow after global routing stands at 0. The layout summary lists the proportion of cells stronger than drive strength 1 as 3.40%. The number of antenna violations at the first check in global routing is 0. The delay of the slowest critical-path stage stands at 0.59 ns. The slack of the worst reg-to-reg path stands at 9.77 ns. The analysis attributes to cell leakage a power of 3.90 nW. In the power breakdown, the internal column shows 0.288 mW. The combinational group share of total power stands at 40.6%. Per the synth log, the flip-flop and latch total comes to 48. The maximum buffer depth of the clock tree stands at 2. The CTS log lists the clock sinks for this run as 48. Looking at the hold checks, the worst path lands on decay_counter[2]$_DFFE_PP0N_. The instance count along the most critical hold path stands at 1.

The DRC violation count after routing stands at 0. Per the STA report, the cell with the highest stage delay on the worst path is sky130_fd_sc_hd__inv_1. The share of the core area taken by cells at floorplan is 41.1%.

In the final report, the number of hold violations comes to 0. Per the cell usage report, the commonest logic cells after layout are 93 x sky130_fd_sc_hd__ha_1, 92 x sky130_fd_sc_hd__nand2_1, 80 x sky130_fd_sc_hd__inv_1, 76 x sky130_fd_sc_hd__a21oi_1, 76 x sky130_fd_sc_hd__clkdlybuf4s50_1. Sequential cells were found to cover 16.8% of the synthesized design area.

The worst setup path is launched from an input pin. CTS placed an instance of sky130_fd_sc_hd__clkbuf_16 at the clock tree root. The placeable core region stands at 0.0174 mm^2. The top cell type in the final layout, fill and taps aside, is sky130_fd_sc_hd__ha_1. The worst setup skew after layout stands at 0.00788 ns. STA classifies the critical path endpoint as a flop.

The final weighted congestion of routability-driven global placement stands at 0.974. After detailed routing, the total wire length is 19.7 mm. The post-synthesis instance area stands at 0.00713 mm^2. The final antenna diode count stands at 0. The unique cell type count in the Yosys netlist stands at 75. The area of the die stands at 0.0184 mm^2. The final tally of setup violations stands at 0. The period utilization stands at 75.7%. The total net switching power stands at 0.155 mW. Headroom to the max-slew limit came out at 44.4%. The HPWL after detailed placement is 15.9 mm. The critical path starts at audio_in_R[0]. The launch point of the worst min-delay path is recorded as decay_counter[2]$_DFFE_PP0N_.

The post-CTS repair timing setup buffer count stands at 0. According to the timing report, the data required time at the worst endpoint equals 13.87 ns. The critical path is of the in2reg type. The number of buffers added by the clock tree synthesis step stands at 5. The I/O pin count stands at 77.

Per the CTS log, the maximum H-tree level is 2. In this run the tools logged warnings totalling 27. Per the summary, power density relative to cell area is 53.5 mW/mm^2. In this run the critical register-to-register path is launched from peak_level[25]$_DFFE_PP0P_.

The worst reg2reg path depth stands at 11. The post-cts sizing count stands at 0. The clock latency at the later pin of the worst-skew pair stands at 0.29 ns.

The largest vdd supply drop stands at 0.0421 mV. The die is 136 um wide. TritonCTS built the clock tree. At the worst endpoint, the arrival time is 10.55 ns. Max-cap violations in this run came to 0. The net switching share of the total power stands at 35.0%. Per the run report, area growth between synthesis and finish was 15.8%. The number of nets still failing antenna checks after routing stands at 0. The post-synth count of flops with an enable pin is 0. The synthesis report gives the async set-or-reset register share as 100%. The detailed-routing iteration count for the pre-antenna-repair pass stands at 5. Per the timing report, the most critical flop-to-flop path finishes at peak_level[30]$_DFFE_PP0P_. The upper clock frequency limit stands at 96.4 MHz. The worst setup margin stands at 3.33 ns. The power share of the sequential group stands at 32.0%.

On the worst setup and hold paths after CTS, the clock-pin slew comes to 0.07 ns. Entering global routing, the biggest net connects 70 pins. Among all flip-flop cells after synthesis, the most frequent one is sky130_fd_sc_hd__dfrtp_1.

The final critical path time including I/O delays and setup stands at 10.37 ns. The placement-stage worst setup slack stands at 3.05 ns. Looking at the power breakdown, the clock network takes 27.4% of the total. Per the post-synthesis report, the number of cells in the design is 939. The first global-routing pass estimated 32.3 mm of wire.

The count of standard-cell rows stands at 48. The number of global-route vias before repair came to 6276. Along the worst path, the maximum fanout reaches 69. The average footprint of a synthesized cell stands at 7.60 um^2. Counting the warning lines in the Yosys log gives 1.

Setup repair after global routing left no endpoint under its margin. The final route contains 6893 vias. Hold repair after CTS inserted 0 buffers. The yosys cell count stands at 939. According to the floorplan report, the die height is 136 um.

In the global route stage, overall resource usage came out at 22.4%. The script logs the mean routed wire length per placed instance as 16.1 um. Buffers placed on the I/O ports in this run total 76. The path class of the tightest hold or removal check is reg2reg.

The run finished with clean final reports. In this run, the number of DRC markers left after iteration 0 of detailed routing was 327. Max-slew check failures listed in the final report amount to 0. The via density per instance stands at 5.63.
## power by group through the flow
stage / combinational [mW] / sequential [mW] / clock (mW)
after global routing: 0.203 / 0.142 / 0.131
after CTS: 0.180 / 0.142 / 0.124
final: 0.179 / 0.142 / 0.121
## logic make-up (layout without fill, tap and decap cells)
family | count (synthesis) | count (layout) | share of synthesized area (%)
and+or+nand+nor | 295 | 295 | 20.9
AOI/OAI and AO/OA | 281 | 281 | 25.4
buffers and inverters | 112 | 173 | 6.16
adders and majority gates | 94 | 94 | 16.6
xor gates and xnor gates | 75 | 75 | 9.21
DFF | 48 | 48 | 16.8
muxes | 34 | 34 | 4.82
## routing by layer
metal	global-route usage, %	wire (um)	vias up
met5	0	0	-
met4	2.25	214	0
met3	2.21	875	13
met2	35.0	8630	156
met1	34.7	10000	3132
li1	-	-	3592
## cell usage after synthesis, drive strengths merged, types with 12 or more instances
master,n,share of area (%)
clkbuf,22,1.2
o41ai,13,1.7
nor2,59,3.1
nand2,93,4.9
and3,12,1.1
nand3,28,2.0
a21oi,77,5.4
mux2i,31,4.4
nor3,23,1.8
inv,81,4.3
nand4,21,1.9
a21o,24,2.5
o21ai,68,4.8
xor2,55,6.8
o31ai,14,1.5
xnor2,20,2.5
dfrtp,48,17
ha,93,16
a31oi,13,1.1
## worst max path at each step
stage,slack [ns],endpoint,cells past startpoint
final,3.33,peak_level[30]$_DFFE_PP0P_,26
after global routing,2.66,peak_level[30]$_DFFE_PP0P_,26
after CTS,3.34,peak_level[30]$_DFFE_PP0P_,26
## worst max-delay path, delay by kind of cell
kind / cells / cell delay, ns
and+or+nand+nor: 8 / 2.40
muxes: 1 / 0.40
xor gates and xnor gates: 1 / 0.15
buffers and inverters: 6 / 2.33
adders and majority gates: 3 / 0.86
AOI/OAI and AO/OA: 7 / 1.61
## registers in the layout, indices dropped and copies added, names as in the netlist
signal,count
decay_counter,16
peak_level,32
## area by class of cell
type                            count  area (um^2)
Clock buffer                        5          125
Clock inverter                      2         12.5
Fill cell                        1756         9090
Inverter                           81          304
Multi-Input combinational cell    779         5510
Sequential cell                    48         1200
Tap cell                          225          282
Timing Repair Buffer               85          828
## metrics by stage
stage	cells	hold WS (ns)	instance area (um^2)	total power, mW	util (%)
after floorplan	939	0.458	7130	0.265	-
after global placement	1218	0.495	8120	0.322	46.8
after detailed placement	1218	0.490	8120	0.323	46.8
after CTS	1225	0.501	8260	0.445	47.6
after global routing	1225	0.535	8260	0.476	47.6
final	1225	0.501	8260	0.442	47.6
Power figures rest on the tool's default switching activity, not on a simulated workload.
