===== ./constraint.sdc =====
current_design distortion

set clk_period 33.2
set clk_io_pct 0.2

create_clock -name clk0 -period $clk_period

set non_clock_inputs [all_inputs -no_clocks]
set_input_delay [expr $clk_period * $clk_io_pct] -clock clk0 $non_clock_inputs
set_output_delay [expr $clk_period * $clk_io_pct] -clock clk0 [all_outputs]

===== ./design.v =====
`timescale 1ns/100ps
module distortion (
    input  logic              CLOCK_50,   
    input  logic              enable,  
    input  logic              high,   
    input  logic signed [31:0] in_L,      
    input  logic signed [31:0] in_R,      
    output logic signed [31:0] out_L,     
    output logic signed [31:0] out_R      
);
    logic signed [31:0] SOFT_THRESH;
    logic signed [31:0] HARD_THRESH;
    logic sign_L, sign_R;
    logic signed [31:0] abs_L, abs_R;
    logic signed [31:0] squash_L, squash_R;
    always_comb begin
        if (high) begin
            SOFT_THRESH = 32'd100000000;
            HARD_THRESH = 32'd400000000;
        end else begin
            SOFT_THRESH = 32'd20000000;
            HARD_THRESH = 32'd100000000;
        end    
        if (!enable) begin
            out_L = in_L;
            out_R = in_R;
            sign_L = 0; 
            sign_R = 0;
            abs_L = 0; 
            abs_R = 0;
            squash_L = 0; 
            squash_R = 0;
        end else begin
            sign_L = in_L[31];
            sign_R = in_R[31];
            abs_L = (sign_L ? -in_L : in_L);
            abs_R = (sign_R ? -in_R : in_R);
            if (abs_L < SOFT_THRESH) begin
                squash_L = abs_L;
            end else if (abs_L < HARD_THRESH) begin
                squash_L = SOFT_THRESH + ((abs_L - SOFT_THRESH) - ((abs_L - SOFT_THRESH) >>> 2));
            end else begin
                squash_L = SOFT_THRESH + ((HARD_THRESH - SOFT_THRESH) - ((HARD_THRESH - SOFT_THRESH) >>> 2));
            end
            if (abs_R < SOFT_THRESH) begin
                squash_R = abs_R;
            end else if (abs_R < HARD_THRESH) begin
                squash_R = SOFT_THRESH + ((abs_R - SOFT_THRESH) - ((abs_R - SOFT_THRESH) >>> 2));
            end else begin
                squash_R = SOFT_THRESH + ((HARD_THRESH - SOFT_THRESH) - ((HARD_THRESH - SOFT_THRESH) >>> 2));
            end
            out_L = sign_L ? -squash_L : squash_L;
            out_R = sign_R ? -squash_R : squash_R;
        end
    end
endmodule

===== ./run.sh =====
#!/bin/bash
# OpenROAD 26Q1-2900-gdf79404cd8, Yosys 0.63+post, stock flow scripts
make -C /OpenROAD-flow-scripts/flow DESIGN_CONFIG=/design/flow/config.mk WORK_HOME=/design/flow/orfs finish

===== ./config.mk =====
export PLATFORM = sky130hd
export DESIGN_NAME = distortion
export DESIGN_NICKNAME = distortion
export VERILOG_FILES = /design/flow/design.v
export SDC_FILE = /design/flow/constraint.sdc
export NUM_CORES = 4
export LEC_CHECK = 1
export CORE_UTILIZATION = 40

==> Slide: Implementation Results <==
Implementation Results

Power and ir drop
  • Total power per unit cell area: about 54 nW/um^2
  • Sequential group share of total power: 0
  • Design internal power: just over 0.3 mW
  • Fraction of power consumed by the clock network: 0
  • Switching power: roughly 0.43 mW
  • Proportion of total power due to net switching: 0.583
  • PnR Total Power: 0.743 mW
  • Lkg Pwr: 5.54 nW
  • VDD IR-drop max: between 0.00003 and 0.00004 V
  • Portion of total power attributed to combinational logic: 1.000

GRT
  • Highest-utilization routing layer at the global route stage: met2
  • Vias in the first global route: between 10000 and 15000
  • GRT Resource Usage Total: 0.277
  • Global-route track usage on met3: 0.00377
  • Number of antenna violations at the first check in global routing: 0
  • Overflow left after global routing: 0
  • Global-route met2 utilization: 0.471
  • Global Route met1 Usage: 0.387
  • Global-route wire length before repair: 67.7 mm
  • Pin count of the biggest net entering global routing: roughly 52

Flow run
  • Count of tool warnings: 37
  • Maximum capacitance violations: 0

Worst setup path
  • Critical path fanouts, max: 17
  • Most common cell on crit path: sky130_fd_sc_hd__inv_1
  • Data required time of the critical path: approximately 27 ns
  • Endpoint kind of the worst setup timing path: output port
  • Signal arrival time at the worst endpoint: 15.74 ns
  • Sort of element at the start of the critical path: input port
  • Worst-path cell with the longest stage delay: sky130_fd_sc_hd__nand3_1
  • Crit Path Category: in -> out
  • Peak per-stage delay on the critical path: 0.71 ns

Clock network
  • Setup Fix Bufs, Post-CTS: 0
  • Resized cells post-CTS: 0
  • # hold bufs at CTS: 0

Final timing
  • Share of the cycle needed by the critical path after routing: 0.674
  • Min cycle time layout: ~22 ns
  • Count of endpoints failing hold in the final timing report: 0
  • Slew at the pin with the worst max-slew slack: 0.878 ns
  • Highest Clock Rate: 0.0447 GHz
  • Summed negative setup slack over all endpoints: 0 ns
  • Max-slew headroom at the worst pin: 0.406
  • RSZ-0062 raised after global routing: false
  • Max-slew violations: 0
  • Final-report setup violation count: 0

Layout
  • Total of clock buffers placed in the layout: 0
  • Area growth syn-to-layout: 13.9%
  • Sequential cell count: 0
  • Layout cell share with drive strength beyond 1: 0.0563
  • Area used by sequential logic in the layout: 0 sq um
  • Fill cell instance count of the final layout: slightly below 3000
  • Final Util: 0.463

Die
  • Row cnt: between 60 and 70
  • # IOs: approximately 130
  • Core area: between 20000 and 30000 sq um
  • Total Die Area: approximately 30000 sq um
  • Die outline height: roughly 180 um
  • Initial standard-cell utilization of the core: 0.406
  • Horizontal die size: roughly 180 um

Drt
  • Number of vias per cell: 6.04
  • Antenna cell count: 0
  • Total wirelength of the detailed-routed design: 42.4 mm
  • Iteration-0 DRC count of the detailed router: approximately 1100
  • First-pass iteration count of the detailed router: 6
  • Detail Route Antenna Nets: 0
  • Count of vias placed by the detailed router: 13400
  • Final routed DRC violation total: 0
  • Average routed wire per standard cell: 19.1 um

Placed design
  • Port buffer count: about 130
  • Half-perimeter wire length after detailed placement: between 30 and 40 mm
  • RD Place Congestion: 1.00

Logic synthesis
  • Count of different cell masters after synthesis: about 100
  • Per-instance average area after synthesis: around 6.9 sq um
  • Synthesis warning total: 1
  • Sequential share of the synthesized area: 0
  • Mapped cell area: 12000 sq um
  • Gate count after technology mapping: roughly 1800
  • Yosys synthesis chip area: 12000 sq um
  • Cell total in the yosys stat output: around 1800

Hold path
  • Hold Path Class: in -> out

Outcome
  • Result of the run: finished clean
==> through the flow <==
stage               instance area [sq um]  instances  hold WS [ns]  setup WS, ns
floorplan                           12000       1751         13.35         13.34
global placement                    13700       2219         14.18         10.81
detailed placement                  13700       2219         14.18         10.85
CTS                                 13700       2219         14.19         10.84
global route                        13700       2219         14.22         10.14
finish                              13700       2219         14.17         10.82
==> cell usage after synthesis (all sizes together) (11+ instances only) <==
cell type	count	area, sq um
o21a	25	188
a21o	31	233
nand2	117	439
o211ai	25	198
nor3	53	275
inv	136	510
a31oi	39	250
o21ai	120	608
nand4	12	75.1
o31ai	26	205
nor2b	20	125
or3	30	188
o41ai	17	175
a41oi	12	105
nand2b	18	113
and2	14	87.6
and3	18	113
o21bai	12	90.1
nand3	41	205
ha	144	1800
clkbuf	68	255
mux2	23	259
nor4	20	161
nor2	135	509
a2111oi	11	109
xnor2	124	1090
fa	18	360
a21oi	145	729
a211oi	17	128
xor2	71	629
or4	25	195
buf	15	92.6
==> logic make-up (layout without fill, tap and decap cells) <==
group,count (synthesis),after routing,synth area share
buffers and inverters,221,299,0.0721
AND/OR/NAND/NOR,557,557,0.244
AND-OR/OR-AND,584,584,0.331
adder cells (fa/ha/maj),162,162,0.180
XOR/XNOR,195,195,0.143
multiplexers,32,32,0.0291
==> critical path, delay by kind of cell <==
| family | cells | cell delay (ns) |
|---|---|---|
| AOI/OAI and AO/OA | 7 | 2.13 |
| xor gates and xnor gates | 2 | 0.65 |
| adders and majority gates | 3 | 1.21 |
| buffers and inverters | 5 | 1.27 |
| muxes | 1 | 0.30 |
| and+or+nand+nor | 11 | 3.51 |
==> area by class of cell <==
class / instances / area (sq um) / area share
Multi-Input combinational cell: 1530 / 11200 / 0.816
Tap cell: 390 / 488 / 0.0357
Inverter: 138 / 518 / 0.0379
Timing Repair Buffer: 161 / 1520 / 0.111
==> placed cells by master (no fill, tap or decap), drive strengths merged, types with 20 or more instances in the layout <==
cell	Yosys	routed
a21oi	145	145
ha	144	144
inv	136	136
nor2	135	135
clkdlybuf4s50	0	126
xnor2	124	124
o21ai	120	120
nand2	117	117
xor2	71	71
nor3	53	53
nand3	41	41
a31oi	39	39
buf	15	35
a21o	31	31
or3	30	30
o31ai	26	26
o21a	25	25
or4	25	25
o211ai	25	25
mux2	23	23
nor2b	20	20
nor4	20	20
==> power by group through the flow <==
stage / Clock [mW] / Sequential (mW) / Combinational [mW]
4_1_cts: 0 / 0 / 0.737
5_1_grt: 0 / 0 / 0.831
6_report: 0 / 0 / 0.743
==> layer usage <==
layer  vias up  share of wire
li1       6708              -
met1      6216           0.46
met2       392           0.47
met3        80          0.037
met4         0          0.030
met5         -              0
==> path summary, 6_finish.rpt <==
| path | end | slack (ns) | cells after the start | startpoint |
|---|---|---|---|---|
| setup / recovery | out_L[30] | 10.82 | 29 | in_L[10] |
| hold / removal | out_R[28] | 14.17 | 4 | enable |
Power and IR drop assume default switching activity.
