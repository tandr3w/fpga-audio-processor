## ./design.v

```verilog
`timescale 1ns/100ps
module ring_oscillator #(parameter STAGES = 13) (
    input  logic enable,
    input  logic CLOCK_50, 
    output logic rand_bit
);
    logic [31:0] temp_rand;
    always_ff @(posedge CLOCK_50) begin
        if (enable) begin
            // synthesis translate_off
            temp_rand = $urandom;
            // synthesis translate_on
            rand_bit <= temp_rand[0]; 
        end else begin
            rand_bit <= 1'b0;
        end
    end
endmodule
`timescale 1ns/100ps
module vinyl (
    input  logic              CLOCK_50,
    input  logic              enable,
    input  logic signed [31:0] in_L,
    input  logic signed [31:0] in_R,
    output logic signed [31:0] out_L,
    output logic signed [31:0] out_R
);
    logic ro_bit;
    ring_oscillator ro_inst (
        .enable(enable),
        .CLOCK_50(CLOCK_50), 
        .rand_bit(ro_bit)
    );
    logic [10:0] timer_48k = 0;
    logic pulse_48k;
    always_ff @(posedge CLOCK_50) begin
        if (timer_48k >= 1041) begin timer_48k <= 0; pulse_48k <= 1'b1; end
        else                   begin timer_48k <= timer_48k + 1; pulse_48k <= 1'b0; end
    end
    logic [31:0] noise_reg = 32'h0;
    logic        pop_trigger_sticky = 1'b0;
    logic signed [31:0] pop_val = 32'sh0;
    always_ff @(posedge CLOCK_50) begin
        if (!enable) begin
            noise_reg <= 32'h0;
            pop_trigger_sticky <= 1'b0;
            pop_val <= 32'sh0;
        end else begin
            noise_reg <= {noise_reg[30:0], ro_bit};
            if ($signed(noise_reg) > 32'sd2147400000) begin
                pop_trigger_sticky <= 1'b1;
            end
            if (pulse_48k) begin
                if (pop_trigger_sticky) begin
                    pop_val <= noise_reg >>> 3; 
                    pop_trigger_sticky <= 1'b0; 
                end else begin
                    pop_val <= pop_val - (pop_val >>> 8);
                end
            end
        end
    end
    logic signed [32:0] final_L, final_R;
    localparam signed [32:0] MAX_VAL = 33'sd2147483647;
    localparam signed [32:0] MIN_VAL = -33'sd2147483648;
    always_ff @(posedge CLOCK_50) begin
        if (!enable) begin
            out_L <= in_L; out_R <= in_R;
        end else begin
            final_L = 33'(in_L) + (33'($signed(noise_reg)) >>> 7) + 33'(pop_val);
            final_R = 33'(in_R) + (33'($signed(noise_reg)) >>> 7) + 33'(pop_val);
            if (final_L > MAX_VAL)      out_L <= 32'h7FFFFFFF;
            else if (final_L < MIN_VAL) out_L <= 32'h80000000;
            else                        out_L <= final_L[31:0];
            if (final_R > MAX_VAL)      out_R <= 32'h7FFFFFFF;
            else if (final_R < MIN_VAL) out_R <= 32'h80000000;
            else                        out_R <= final_R[31:0];
        end
    end
endmodule
```

## ./run.sh

```bash
#!/bin/bash
# OpenROAD 26Q1-2900-gdf79404cd8, Yosys 0.63+post, stock flow scripts
make -C /OpenROAD-flow-scripts/flow DESIGN_CONFIG=/design/flow/config.mk WORK_HOME=/design/flow/orfs finish
```

## ./config.mk

```make
export PLATFORM = sky130hd
export DESIGN_NAME = vinyl
export DESIGN_NICKNAME = vinyl
export VERILOG_FILES = /design/flow/design.v
export SDC_FILE = /design/flow/constraint.sdc
export NUM_CORES = 4
export LEC_CHECK = 1
export CORE_UTILIZATION = 40
```

## ./constraint.sdc

```tcl
current_design vinyl

set clk_period 11.1
set clk_io_pct 0.2

create_clock -name clk0 -period $clk_period [get_ports {CLOCK_50}]

set non_clock_inputs [all_inputs -no_clocks]
set_input_delay [expr $clk_period * $clk_io_pct] -clock clk0 $non_clock_inputs
set_output_delay [expr $clk_period * $clk_io_pct] -clock clk0 [all_outputs]
```

==> out/qor.txt <==
Outcome: complete, no violations
Combinational power share: 41.2%
Clock slew at reported path FFs: 70 ps
Worst path buffer plus inverter count: 3
Max-slew headroom: 48.4%
Synth Warn #: 4
WP data arrival: 5930 ps
Crit-path slowest cell: a22oi_2
I/O pin count: 130
Latency at later pin: 360 ps
Top Layout Cells: clkdlybuf4s50_1 (129), nor2_1 (125), dfxtp_1 (108), ha_1 (97), a21oi_1 (86)
Final Power: 0.00132 W
Worst Setup Start Kind: input port
CORE AREA: 0.0219 sq mm
Max Fclk: 0.177 GHz
Die Area: 0.0230 sq mm
Setup CP Type: input port to flop
Area grow syn2layout: 19.9%
RSZ-0062 raised after global routing: false
Yosys chip area: 0.00897 sq mm
Vias in the first global route: 7451
VDD IR-drop max: 0.0872 mV
Power Internal: 0.000868 W
CP Capture Type: flop
Top cell type by total area after synthesis: dfxtp_1
Crit path max fanout: 22
Final period util: 50.9%
Initial DRC count: 557
Dominant flop cell: dfxtp_1
Hpwl dp: 18.9 mm
CP cell instances: clkdlybuf4s50_1, ha_1, inv_1, fa_1, nand2b_1, a21oi_2, o211ai_1, a2111oi_4, o21ai_1, a22oi_2, and3b_1, buf_4, a21oi_1, a22oi_1
Yosys cell count: 1087
H-tree levels: 3
PwrDens: 123 mW/mm^2
Fin Hold WS: 473 ps
Area share, top type: 24.1%
Cell area leaders: dfxtp_1 (24%), ha_1 (14%), nor2_1 (5.2%), o2bb2ai_1 (5.0%), a21oi_1 (4.8%)
GRT Residual Overflow: 0
Mean post-synth cell area: 8.25 sq um
Hold crit path type: flop to flop
CTS buffer count: 9
CTS tree: done
Final setup viols: 0
Initial antenna violation count: 0
Number of setup buffers added after CTS: 0
Std cell rows: 54
Via density: 5.57
Ys async rst share: 0%
Number of enable flip-flop cells: 0
Maximum number of buffers from clock root to sink: 2
Cts repair resizes: 0
First-pass GRT wire length: 39.0 mm
Data required, critical path: 11380 ps
Final ANT Viol Nets: 0
Final Max Tran Viols: 0
Final hold violations: 0
Die height: 152 um
Worst Tran Pin Value: 772 ps
Synthesized instance count: 1087
Tool warning count: 26
# fillers: 2123
Setup TNS: 0 ps
Dominant logic cell type in the layout: clkdlybuf4s50_1
FP Util: 41.0%
Seq cells post-synth: 108
GRT Total Usage: 21.9%
Layout cells sized above 1: 5.25%
Static Leak: 4.56 nW
Die width: 152 um
Synth Seq Share: 24.1%
Post-DR wirelength/cell: 16.5 um
P_sw: 0.000456 W
Input/output buffers: 129
CP top delay family: AND-OR/OR-AND gates
Root Driver: clkbuf_16
Gpl congestion: 0.931
Vias: 8244
Hold_buf cts: 0
Distinct lib cells: 91
Pre-antenna DRT Iters: 5
Wirelength, routed: 24.4 mm
Clock Power Share: 25.0%
Clock sinks: 108
Largest net degree at the start of global routing: 49
Sw Share: 34.5%
Max Cap Viol: 0
Antenna diodes: 0
Remaining DRCs: 0
Util after Layout: 49.1%
Layout Skew: 7.26 ps
Cell area after synthesis: 0.00897 sq mm
CP peak stage delay: 540 ps
Crit path time final: 5650 ps
Reg power frac: 33.8%
==> layout make-up <==
type / instances / area [sq um] / area share, %
Clock buffer: 9 / 225 / 2.09
Sequential cell: 108 / 2160 / 20.1
Timing Repair Buffer: 138 / 1360 / 12.6
Clock inverter: 7 / 67.6 / 0.628
Multi-Input combinational cell: 884 / 6390 / 59.4
Tap cell: 280 / 350 / 3.26
Inverter: 53 / 199 / 1.85
==> sequential cells by signal, summed over array words and instances, names as in the netlist <==
signal     flops
pop_val       32
timer_48k     11
pulse_48k      1
out_R         32
out_L         32
==> power by group through the flow <==
stage,Combinational (W),Clock [W],Sequential [W]
after CTS,0.000547,0.000343,0.000449
after global routing,0.000612,0.000357,0.000452
final,0.000546,0.000331,0.000448
==> cells by family (layout without fill, tap and decap cells) <==
logic type                 after synthesis  count (layout)  share of synthesized area (%)
AOI/OAI and AO/OA                      362             362                           29.1
xor gates and xnor gates                78              78                           7.61
adders and majority gates              103             103                           14.6
buffers and inverters                   95             207                           4.67
DFF                                    108             108                           24.1
muxes                                   19              19                           2.25
and+or+nand+nor                        322             322                           17.7
==> cell usage after synthesis (all sizes together) (4+ instances only) <==
master,n
a2111o,5
a211oi,16
a21boi,4
a21o,35
a21oi,88
a221oi,6
a22oi,4
a31oi,8
and2,4
and3,10
buf,18
clkbuf,24
dfxtp,108
ha,97
inv,52
mux2i,16
nand2,60
nand2b,14
nand3,30
nand4,12
nor2,125
nor2b,9
nor3,24
o2111ai,5
o211ai,11
o21a,12
o21ai,63
o21bai,10
o2bb2ai,51
o31ai,13
or2,5
or3,11
or4,4
xnor2,40
xor2,38
==> worst register-to-register path: cells and delay by family, from the launching register on <==
family,cells,cell delay (ps)
AND-OR/OR-AND,7,1800
AND/OR/NAND/NOR,2,510
buffers and inverters,2,480
flip-flops,1,450
adder cells (fa/ha/maj),1,430
==> per-stage QoR <==
stage	std cells	worst slack, ps	instance area (sq um)
2_1_floorplan	1087	6400	8970
3_3_place_gp	1463	5200	10500
3_5_place_dp	1463	5120	10500
4_1_cts	1479	5480	10800
5_1_grt	1479	5280	10800
6_report	1479	5450	10800
==> worst paths after layout <==
kind         slack (ps)           from  cells past startpoint       endpoint
min reg2reg         470  timer_48k[10]                      1  timer_48k[10]
max                5450        in_R[0]                     14      out_R[26]
max reg2reg        7350     pop_val[1]                     12      out_R[26]
min                 470  timer_48k[10]                      1  timer_48k[10]
==> metal layers <==
metal	global-route usage, %	share of wire [%]
met2	34.6	45
met5	0	0
met1	33.4	50
met3	1.83	4.1
met4	3.56	1.7
Power figures rest on the tool's default switching activity, not on a simulated workload.
